==> ./design.v <==
module DIVMULT (
	input wire [31:0] A,
	input wire [31:0] B,
	input wire MDControl,
	input wire clk,
	input wire start,
	input wire reset,
	output wire div0,
	output wire [31:0] HI,
	output wire [31:0] LO
	);
wire [31:0] wMtoHI;
wire [31:0] wMtoLO;
wire [31:0] wDtoHI;
wire [31:0] wDtoLO;
mult m(A, B, clk, start, reset, wMtoHI, wMtoLO);
Div d(A, B, clk, start, reset, wDtoHI, wDtoLO, div0); 
assign HI = (!MDControl) ? wMtoHI : wDtoHI;
assign LO = (!MDControl) ? wMtoLO : wDtoLO;
endmodule
module Div (
	input [31:0] A,
	input [31:0] B,
	input clk,
	input start,
	input reset,
	output reg [31:0] HI,
	output reg [31:0] LO,
	output reg div0
);
parameter INITIAL = 2'b00;
parameter LOAD = 2'b01;
parameter DIV = 2'b10;
parameter DONE = 2'b11;
reg [1:0] state = INITIAL;
reg [31:0] Quotient;
reg [63:0] Divisor;
reg [63:0] Remainder;
reg [7:0] contador;
reg negativeA;
reg negativeB;
initial begin
	state <= INITIAL;
end
always @(posedge clk or posedge reset) begin
	if (reset == 1) begin
		state <= INITIAL;
	end
	else begin
		case (state)
			INITIAL: begin
				if (start == 1) begin
					state <= LOAD;
				end
				Quotient <= 0;
				Divisor <= 0;
				Remainder <= 0;
			end
			LOAD: begin
				contador <= 0;
				if (B == 32'b0) begin
					div0 <= 1;
					state <= INITIAL;
				end
				else if (A[31] == 1) begin
					Remainder[31:0] = ~A + 1;
					negativeA <= 1;
					if (B[31] == 1) begin
						Divisor <= {~B + 1,32'b0};
						negativeB <= 1;
					end
					else begin
						Divisor <= {B, 32'b0};
						negativeB <= 0;
					end
					state <= DIV;
				end
				else begin
					Remainder <= A;
					negativeA <= 0;
					if (B[31] == 1) begin
						Divisor <= {~B + 1, 32'b0};
						negativeB <= 1;
					end
					else begin
						Divisor <= {B, 32'b0};
						negativeB <= 0;
					end
					state <= DIV;
				end	
			end
			DIV: begin
				if (contador < 33) begin
					Remainder = Remainder - Divisor;
					if (Remainder[63] == 1) begin
						Remainder = Remainder + Divisor;
						Quotient = Quotient << 1;
						Quotient[0] = 0;
					end
					else begin
						Quotient = Quotient << 1;
						Quotient[0] = 1;
					end
					Divisor = Divisor >> 1;
				end
				else begin
					if (negativeA == 0) begin
						if (negativeB == 1) begin
							Quotient = ~Quotient + 1;
						end
					end
					else begin
						Remainder = ~Remainder + 1;
						if (negativeB == 0) begin
							Quotient = ~Quotient + 1;
						end
					end
					state <= DONE;
				end
				contador <= contador + 1;
			end
			DONE: begin
				HI <= Remainder[31:0];
				LO <= Quotient;
				state <= INITIAL;
			end
		endcase
	end
end
endmodule
module mult (
	input [31:0] A,
	input [31:0] B,
	input clk,
	input start,
	input reset,
	output reg [31:0] HI,
	output reg [31:0] LO
	);
parameter INITIAL = 2'b00;
parameter LOAD = 2'b01;
parameter MULT = 2'b10;
parameter DONE = 2'b11;
reg [1:0] state = INITIAL;
reg [63:0] PROD;
reg [31:0] MPLIER;
reg [63:0] MCAND;
reg [6:0] contador;
reg negative;
initial begin
	state <= INITIAL;
	PROD <= 0;
	MPLIER <= 0;
	MCAND  <= 0;
	HI <= 0;
	LO <= 0;
end
always @ (posedge clk or posedge reset) begin
	if (reset == 1'b1) begin
		state <= INITIAL;
		PROD <= 0;
		MPLIER <= 0;
		MCAND  <= 0;
		HI <= 0;
		LO <= 0;
	end
	else begin
		case (state)
			INITIAL: begin
				if (start == 1) begin
					state <= LOAD;
				end
				PROD <= 0;
				MPLIER <= 0;
				MCAND  <= 0;
			end
			LOAD: begin
				contador <= 0;
				if (A[31] == 1) begin
					MPLIER <= ~A + 1;
					if (B[31] == 1) begin
						MCAND <= {32'b0, ~B + 1};
						negative <= 0;
					end
					else begin
						MCAND <= B;
						negative <= 1;
					end
				end
				else begin
					MPLIER <= A;
					if (B[31] == 1) begin
						MCAND <= {32'b0, ~B + 1};
						negative <= 1;
					end
					else begin
						MCAND <= B;
						negative <= 0;
					end
				end
				state <= MULT;
			end
			MULT: begin
				if (contador < 6'b100000) begin
					if (MPLIER[0] == 1)
						PROD <= PROD + MCAND;
					MPLIER <= MPLIER >> 1;
					MCAND <= MCAND << 1;
				end
				else begin
					if (negative == 1)
						PROD <= ~PROD + 1;
					else begin
						if (MPLIER[0] == 1)
							PROD <= PROD + MCAND;
						MPLIER <= MPLIER >> 1;
						MCAND <= MCAND << 1;
					end
					state <= DONE;
				end
				contador <= contador + 1;
			end
			DONE: begin
				HI <= PROD[63:32];
				LO <= PROD[31:0];
				state <= INITIAL;
			end
		endcase
	end
end
endmodule
==> ./run.sh <==
#!/bin/bash
# OpenROAD 26Q1-2900-gdf79404cd8, Yosys 0.63+post, stock flow scripts
make -C /OpenROAD-flow-scripts/flow DESIGN_CONFIG=/design/flow/config.mk WORK_HOME=/design/flow/orfs finish
==> ./config.mk <==
export PLATFORM = sky130hd
export DESIGN_NAME = DIVMULT
export DESIGN_NICKNAME = DIVMULT
export VERILOG_FILES = /design/flow/design.v
export SDC_FILE = /design/flow/constraint.sdc
export NUM_CORES = 4
export LEC_CHECK = 1
export CORE_UTILIZATION = 30
==> ./constraint.sdc <==
current_design DIVMULT

set clk_period 15.5
set clk_io_pct 0.2

create_clock -name clk0 -period $clk_period [get_ports {clk}]

set non_clock_inputs [all_inputs -no_clocks]
set_input_delay [expr $clk_period * $clk_io_pct] -clock clk0 $non_clock_inputs
set_output_delay [expr $clk_period * $clk_io_pct] -clock clk0 [all_outputs]
==> results.txt <==
Core area = 0.118 mm2
Post-Synth Adder-Cell Area = 7.60%
WL/cell = 21.6 um
Worst path slowest cell = buf_2
Rows = 126
Dpl cells = 5535
Antenna Nets Post-Route = 0
Clk pin slew, worst setup/hold paths = 60 ps
TritonCTS clock tree = done
Simple share = 16.2%
Syn avg cell area = 8.90 um2
Crit Path Class = in2out
HPWL Detailed = 91.9 mm
Crit-path max cell delay = 610 ps
Pre-Repair DR Iteration Count = 6
Fp util = 30.3%
Worst min path class = reg2reg
H-tree lvl count = 2
XORs/XNORs by Area = 7.47%
CP Launch Type = input port
Critical Path AT = 5190 ps
Yosys chip area = 0.0359 mm2
Hold_sp = m.MPLIER[17]
Final Slew Violations = 0
Longest Clk Path Bufs = 3
Clk latency late pin = 700 ps
CP endpoint kind = primary output
PortBufs = 131
Rel. slew slack = 38.6%
Final min period = 8290 ps
Max Cap Viol = 0
Post-CTS Setup Bufs = 0
Initial drt markers = 2800
Worst Hold Path Cells = 2
Cells resized by post-CTS repair = 0
Crit-path max FO = 33
Synthesized instance count = 4030
Most common reg cell = edfxtp_1
Measured slew at the worst slew-check pin = 918 ps
Ys Warns = 2
Gr usage total = 20.5%
FF-to-FF setup slack = 8620 ps
Reg2Reg Depth = 21
FF-to-FF End = d.Remainder[52]
Residual DRC count = 0
Unrepaired setup endpoints after global routing = no
Largest net degree at the start of global routing = 81
Outcome = complete, no violations
Chip Height = 348 um
Antenna diode count = 0
CP Cell Sequence = buf_2 > buf_4 > mux2_2 > clkdlybuf4s50_1
Global placer's final weighted congestion = 1.01
Setup TNS = 0 ps
Reg-to-reg startpoint = d.Remainder[0]
Filler cells = 11.9k
Die X = 348 um
Async SR Flop Fraction = 48.5%
Yosys reg bits = 470
Synth logic family = AND-OR/OR-AND gates
Share of cells above drive strength 1 = 9.03%
Gr ovfl total = 0
Final WL = 122 mm
Hold Vio Cnt, Final = 0
Distinct cells, synth = 93
Synthesized area = 0.0359 mm2
Vias = 31.6k
Die area = 0.121 mm2
Clock skew = 43.0 ps
Num CTS Buffers = 58
Hold endpoint = m.MPLIER[16]
Hold buffer count at CTS = 0
Final setup viols = 0
Non-Filler Instances = 5644
Initial antenna violation count = 7
OpenROAD warning count = 42
CTS Sinks = 470
Clk root buf = clkbuf_16
Ys cells = 4030
Ao+oa area frac = 23.5%
Mux share = 5.06%
P&R area growth vs syn = 13.8%
Cell class contributing the biggest share of worst-path delay = buffers and inverters
EDFF count, synth = 242
Seq share, synth = 36.2%
Global-route wire length before repair = 185 mm
F_max = 121 MHz
Vias in the first global route = 29.9k
Ports = 133
Crit share post-route = 53.5%
CP bufs+invs = 3
Via-per-instance ratio = 5.61
Required time worst endpoint = 12400 ps
kinds of logic after synthesis:
kind of cell | count (synthesis)
DFF | 470
buffers and inverters | 369
adders and majority gates | 216
muxes | 165
xor gates and xnor gates | 306
AOI/OAI and AO/OA | 1336
and+or+nand+nor | 1167
other | 1
cell usage in the layout (no fill, tap or decap), types with 145 or more instances in the layout:
master	n
xor2_1	155
inv_1	145
edfxtp_1	242
o21ai_0	365
xnor2_1	151
nor2_1	292
a21oi_1	332
ha_1	210
nand2_1	328
dfrtp_1	228
routing by layer:
| metal | up-vias | part of all wire (%) | track usage (%) |
|---|---|---|---|
| met4 | 10 | 3.2 | 5.69 |
| met1 | 15200 | 43 | 28.7 |
| li1 | 15200 | - | - |
| met2 | 1068 | 44 | 30.3 |
| met3 | 193 | 11 | 7.47 |
| met5 | - | 0.041 | 0 |
cell usage after synthesis, types with 24 or more instances:
cell type,count,area share (%)
nor2_1,295,3.1
o22ai_1,62,1.1
a21oi_1,333,4.6
dfrtp_1,228,16
xor2_1,155,3.8
a22o_1,40,0.98
nand2_1,330,3.5
xnor2_1,151,3.7
inv_1,146,1.5
or4_1,32,0.67
or3_1,50,0.87
clkbuf_1,200,2.1
nor2b_1,47,0.82
nor4_1,33,0.58
a22oi_1,87,1.8
a21o_1,104,2.2
mux2_2,131,4.1
o21ai_0,366,5.1
o31ai_1,41,0.86
o221ai_1,24,0.59
mux2i_1,34,0.95
nor3_1,95,1.3
nand4_1,65,1.1
a31oi_1,32,0.56
o21bai_1,41,0.86
and3_1,30,0.52
and2_1,26,0.45
ha_1,213,7.4
edfxtp_1,242,20
a211oi_1,33,0.69
nand3_1,54,0.75
worst reg2reg max path: stages, from the launching register on:
cell and delay [ps]:
edfxtp_1 440, inv_1 150, ha_1 260, fa_1 300, nor2b_1 80, o31a_1 270
o31ai_1 490, o2111ai_1 340, a311oi_1 720, o21ai_0 440, a21oi_1 380, o21bai_1 130
xnor2_1 160, ha_1 520, nand3_1 180, a2111oi_0 310, buf_4 200, o22ai_1 200
o21ai_0 530, xnor2_1 180, nor2_1 50, a221o_1 270
state kept, by name, summed over array words and instances (netlist names), named ones only:
signal	cells
m.MCAND	64
m.MPLIER	32
d.HI	32
m.negative	1
d.Quotient	32
d.Remainder	64
m.PROD	64
m.state	2
d.negativeA	1
d.state	1
d.contador	8
m.LO	32
d.Divisor	64
d.LO	32
d.negativeB	1
m.contador	7
m.HI	32
metrics by stage:
step           instance area (um2)  worst slack [ps]  hold WS [ps]  util [%]
6_report                     40800              7210           490      34.5
5_1_grt                      40800              7100           509      34.5
4_1_cts                      40800              7190           496      34.5
3_5_place_dp                 38800              7200           462      32.8
3_3_place_gp                 38800              7230           455      32.8
2_1_floorplan                35900               674           439         -
worst max path at each step:
stage	end	slack [ps]	start	cells past startpoint
final	HI[5]	7210	MDControl	4
after global routing	HI[5]	7100	MDControl	4
after CTS	HI[5]	7190	MDControl	4
area by class of cell:
type | instances | area [um2] | share of cell area (%)
well taps | 1536 | 1920 | 4.71
clock buffers | 64 | 1540 | 3.76
repair buffers | 191 | 1760 | 4.30
flip-flops and latches | 470 | 13000 | 31.8
clock inverters | 45 | 452 | 1.11
multi-input cells | 3191 | 21600 | 53.0
inverters | 147 | 559 | 1.37
