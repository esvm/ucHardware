[flow/config.mk]
export PLATFORM = sky130hd
export DESIGN_NAME = mux4to1
export DESIGN_NICKNAME = mux4to1
export VERILOG_FILES = /design/flow/design.v
export SDC_FILE = /design/flow/constraint.sdc
export NUM_CORES = 4
export LEC_CHECK = 1
export CORE_AREA = 10 10 76 76
export DIE_AREA = 0 0 86 86
[flow/constraint.sdc]
current_design mux4to1

set clk_period 1.0
set clk_io_pct 0.2

create_clock -name clk0 -period $clk_period

set non_clock_inputs [all_inputs -no_clocks]
set_input_delay [expr $clk_period * $clk_io_pct] -clock clk0 $non_clock_inputs
set_output_delay [expr $clk_period * $clk_io_pct] -clock clk0 [all_outputs]
[flow/design.v]
module mux4to1 (
	input wire [31:0] in1,
	input wire [31:0] in2,
	input wire [31:0] in3,
	input wire [31:0] in4,
	input wire [1:0] control,
	output reg [31:0] out
	);
always @(*) begin
	case (control)
		2'b00: out <= in1;
		2'b01: out <= in2;
		2'b10: out <= in3;
		2'b11: out <= in4;
	endcase
end
endmodule
[flow/run.sh]
#!/bin/bash
# OpenROAD 26Q1-2900-gdf79404cd8, Yosys 0.63+post, stock flow scripts
make -C /OpenROAD-flow-scripts/flow DESIGN_CONFIG=/design/flow/config.mk WORK_HOME=/design/flow/orfs finish
==> impl_metrics.py <==
# Flow results
metrics = {
    "yosys": {
        "synth-compound-area-share_pct": 0,
        "yosysSeqAreaShare_pct": 0,
        "synthMuxAreaShare_pct": 89.4,
        "area_leaders": "mux4_2 (83%), buf_12 (7.4%), mux4_1 (6.5%)",
        "ys.warnings.count": 1,
        "syn_avg_cell_area_um2": 20.9,
        "adder_share_pct": 0,
        "ys_chip_area_um2": 815,
        "top_area_cell": "mux4_2",
        "synthCells": 39,
        "syn_area_um2": 815,
        "top_area_share_pct": 82.9,
        "top_cells_by_count": "mux4_2 (30), buf_12 (3), buf_2 (3)",
        "synth.distinct_cells": 5,
        "synth.most_common_cell": "mux4_2",
        "simple_gate_share_pct": 0,
        "yosys_cells": 39,
        "xor_share_pct": 0,
        "logic_family": "multiplexers",
    },
    "grt": {
        "grt_max_degree": 17,
        "overflow": 0,
        "grt_pass1_vias": 1466,
        "grt_first_pass_wirelength_mm": 9.00,
        "grt_usage_pct": 16.2,
        "antenna_found_initial": 1,
    },
    "min_path": {
        "hold_path.class": "input port to output pin",
    },
    "run_status": {
        "outcome": "complete, but fails checks",
        "violations": "setup timing",
    },
    "final_timing": {
        "fmax_ghz": 0.760,
        "hold_violations": 0,
        "fin_setup_tns_ns": -9.25,
        "relSlewSlack_pct": 92.6,
        "fin_crit_ns": 1.32,
        "setup_viol": 32,
        "layout_setup_ws_ns": -0.316,
        "worst-slew-pin-transition_ns": 0.111,
        "report.final.slew_viol_count": 0,
        "rsz0062_at_grt": "yes",
        "fin_crit_sh_pct": 132,
    },
    "routing": {
        "drc_errors": 0,
        "wl_per_cell_um": 24.0,
        "drt_iter0_drc": 53,
        "route.antenna.remaining_nets": 0,
        "via_count": 1202,
        "vias_per_cell": 4.71,
        "wirelength_mm": 6.12,
        "firstDrtPassIters": 4,
    },
    "worst_setup_path": {
        "critPathLaunchType": "input port",
        "crit_path_max_fanout": 7,
        "crit_arrival_ns": 1.12,
        "critPathKind": "input port to output pin",
        "required_ns": 0.80,
        "end_kind": "output pin",
    },
    "pwr": {
        "power.density_mw_per_mm2": 369,
        "ir_worst_vdd_v": 0.000226,
        "pwr-share-seq_pct": 0,
        "pwr-share-clk_pct": 0,
        "switching_power_w": 0.000220,
        "pwr-share-comb_pct": 100.0,
        "power.leakage_nw": 1.13,
        "p_int_w": 0.000645,
        "swShare_pct": 25.5,
    },
    "die": {
        "die_h_um": 86,
        "floorplan.core_util_pct": 19.8,
        "core.rowCount": 23,
        "fp.dieW_um": 86,
        "die_area_mm2": 0.00740,
        "io_pins": 162,
        "core-area_mm2": 0.00412,
    },
    "job": {
        "warning_count": 36,
        "drv_cap": 0,
    },
    "final_layout": {
        "areaGrowthSynthToFinish_pct": 188,
        "drive_gt1_share_pct": 37.3,
        "num-fill-cells": 392,
        "clockBufferCount": 0,
        "numSequentialCells": 0,
        "final_cells": 255,
        "seq_area_um2": 0,
        "final-comb-area_um2": 721,
    },
    "placement": {
        "dp.cells": 247,
        "routabilityCongestion": 0.895,
        "dp_hpwl_mm": 5.23,
        "io_buffers": 162,
    },
    "clock_tree": {
        "holdBufCountCts": 0,
    },
}
## layout make-up
type	count	share of cell area (%)
antenna	1	0.107
tap	50	2.67
timing repair buffer	172	66.5
multi-input combinational	32	30.7
## kinds of logic after synthesis
| kind of cell | Yosys count |
|---|---|
| mux | 32 |
| buf+inv | 7 |
## layer usage
layer	global-route usage (%)	routed length, um
met1	17.0	2060
met2	30.0	3300
met4	0.449	23
met3	7.72	731
met5	0	0
## cell usage in the layout (no fill, tap or decap)
master | synthesis | final
buf_2 | 3 | 32
buf_12 | 3 | 3
clkdlybuf4s15_1 | 0 | 4
bufbuf_16 | 0 | 1
buf_4 | 0 | 2
mux4_2 | 30 | 32
diode_2 | 0 | 1
buf_16 | 0 | 6
dlygate4sd2_1 | 0 | 124
## through the flow
stage / utilization [%] / hold slack (ns) / worst slack [ns] / power [W] / area, um^2
final: 57.0 / 0.868 / -0.316 / 0.000865 / 2340
after global routing: 57.0 / 0.869 / -0.346 / 0.000930 / 2340
after CTS: 56.7 / 0.869 / -0.326 / 0.000882 / 2330
after detailed placement: 60.0 / 1.29 / -0.913 / 0.00108 / 2470
after global placement: 60.0 / 1.29 / -0.917 / 0.00107 / 2470
after floorplan: - / 0.486 / -0.0916 / 0.000287 / 823
## final timing paths
check,start,endpoint,slack [ns],cells past startpoint
setup / recovery,control[0],out[0],-0.32,4
hold / removal,in4[29],out[29],0.87,3
## power by group through the flow
stage	Sequential, W	Combinational [W]	Clock [W]
after CTS	0	0.000882	0
final	0	0.000865	0.000000000134
after global routing	0	0.000930	0.000000000134
## repair_timing
| action | CTS | global route |
|---|---|---|
| cloned | 6 | 0 |
| endpoints found under the setup margin | 32 | 32 |
| buffers inserted | 0 | 1 |
| resized | 251 | 0 |
| pin swaps | 0 | 0 |
## worst max-delay path: stages
cell and delay (ns):
buf_16 0.14, buf_12 0.13, mux4_2 0.51, buf_2 0.13
Power figures rest on the tool's default switching activity, not on a simulated workload.
